### /design/flow/run.sh
#!/bin/bash
# OpenROAD 26Q1-2900-gdf79404cd8, Yosys 0.63+post, stock flow scripts
make -C /OpenROAD-flow-scripts/flow DESIGN_CONFIG=/design/flow/config.mk WORK_HOME=/design/flow/orfs finish
### /design/flow/config.mk
export PLATFORM = sky130hd
export DESIGN_NAME = regfile
export DESIGN_NICKNAME = regfile
export VERILOG_FILES = /design/flow/design.v
export SDC_FILE = /design/flow/constraint.sdc
export NUM_CORES = 4
export LEC_CHECK = 1
export CORE_UTILIZATION = 30
### /design/flow/constraint.sdc
current_design regfile

set clk_period 7.4
set clk_io_pct 0.2

create_clock -name clk0 -period $clk_period [get_ports {clk}]

set non_clock_inputs [all_inputs -no_clocks]
set_input_delay [expr $clk_period * $clk_io_pct] -clock clk0 $non_clock_inputs
set_output_delay [expr $clk_period * $clk_io_pct] -clock clk0 [all_outputs]
### /design/flow/design.v
module regfile(clk,rs1_addr,rs2_addr,rd_addr,reg_wrt,rd_data,rs1_data,rs2_data);
input clk;
input [4:0] rs1_addr;
input [4:0] rs2_addr;
input [4:0] rd_addr;
input reg_wrt;
input [31:0] rd_data;
output reg[31:0] rs1_data;
output reg[31:0] rs2_data;
reg signed [31:0] r0;
reg signed [31:0] r1;
reg signed [31:0] r2;
reg signed [31:0] r3;
reg signed [31:0] r4;
reg signed [31:0] r5;
reg signed [31:0] r6;
reg signed [31:0] r7;
reg signed [31:0] r8;
reg signed [31:0] r9;
reg signed [31:0] r10;
reg signed [31:0] r11;
reg signed [31:0] r12;
reg signed [31:0] r13;
reg signed [31:0] r14;
reg signed [31:0] r15;
reg signed [31:0] r16;
reg signed [31:0] r17;
reg signed [31:0] r18;
reg signed [31:0] r19;
reg signed [31:0] r20;
reg signed [31:0] r21;
reg signed [31:0] r22;
reg signed [31:0] r23;
reg signed [31:0] r24;
reg signed [31:0] r25;
reg signed [31:0] r26;
reg signed [31:0] r27;
reg signed [31:0] r28;
reg signed [31:0] r29;
reg signed [31:0] r30;
reg signed [31:0] r31;
always@(posedge clk) begin
r0 = 0;
case (rs1_addr)
    0:rs1_data <= r0;
    1:rs1_data <= r1;
    2:rs1_data <= r2;
    3:rs1_data <= r3;
    4:rs1_data <= r4;
    5:rs1_data <= r5;
    6:rs1_data <= r6;
    7:rs1_data <= r7;
    8:rs1_data <= r8;
    9:rs1_data <= r9;
    10:rs1_data <= r10;
    11:rs1_data <= r11;
    12:rs1_data <= r12;
    13:rs1_data <= r13;
    14:rs1_data <= r14;
    15:rs1_data <= r15;
    16:rs1_data <= r16;
    17:rs1_data <= r17;
    18:rs1_data <= r18;
    19:rs1_data <= r19;
    20:rs1_data <= r20;
    21:rs1_data <= r21;
    22:rs1_data <= r22;
    23:rs1_data <= r23;
    24:rs1_data <= r24;
    25:rs1_data <= r25;
    26:rs1_data <= r26;
    27:rs1_data <= r27;
    28:rs1_data <= r28;
    29:rs1_data <= r29;
    30:rs1_data <= r30;
    31:rs1_data <= r31;
    default: rs1_data <= 32'b0;
endcase
case (rs2_addr)
    0:rs2_data <= r0;
    1:rs2_data <= r1;
    2:rs2_data <= r2;
    3:rs2_data <= r3;
    4:rs2_data <= r4;
    5:rs2_data <= r5;
    6:rs2_data <= r6;
    7:rs2_data <= r7;
    8:rs2_data <= r8;
    9:rs2_data <= r9;
    10:rs2_data <= r10;
    11:rs2_data <= r11;
    12:rs2_data <= r12;
    13:rs2_data <= r13;
    14:rs2_data <= r14;
    15:rs2_data <= r15;
    16:rs2_data <= r16;
    17:rs2_data <= r17;
    18:rs2_data <= r18;
    19:rs2_data <= r19;
    20:rs2_data <= r20;
    21:rs2_data <= r21;
    22:rs2_data <= r22;
    23:rs2_data <= r23;
    24:rs2_data <= r24;
    25:rs2_data <= r25;
    26:rs2_data <= r26;
    27:rs2_data <= r27;
    28:rs2_data <= r28;
    29:rs2_data <= r29;
    30:rs2_data <= r30;
    31:rs2_data <= r31;
    default: rs2_data <= 32'b0;
endcase
if(reg_wrt)begin
    case (rd_addr)
    0:r0 <= rd_data;
    1:r1 <= rd_data;
    2:r2 <= rd_data;
    3:r3 <= rd_data;
    4:r4 <= rd_data;
    5:r5 <= rd_data;
    6:r6 <= rd_data;
    7:r7 <= rd_data;
    8:r8 <= rd_data;
    9:r9 <= rd_data;
    10:r10 <= rd_data;
    11:r11 <= rd_data;
    12:r12 <= rd_data;
    13:r13 <= rd_data;
    14:r14 <= rd_data;
    15:r15 <= rd_data;
    16:r16 <= rd_data;
    17:r17 <= rd_data;
    18:r18 <= rd_data;
    19:r19 <= rd_data;
    20:r20 <= rd_data;
    21:r21 <= rd_data;
    22:r22 <= rd_data;
    23:r23 <= rd_data;
    24:r24 <= rd_data;
    25:r25 <= rd_data;
    26:r26 <= rd_data;
    27:r27 <= rd_data;
    28:r28 <= rd_data;
    29:r29 <= rd_data;
    30:r30 <= rd_data;
    31:r31 <= rd_data;
    default: r0 = 0;
endcase
end
end
endmodule  
==> results.py <==
# Metrics from the implementation run
metrics = {
    "grt": {
        "overflow": 0,
        "grt_pass1_vias": 35800,
        "antenna_found_initial": 16,
        "grt.total_usage_pct": 27.0,
        "grt_max_degree": 47,
        "grt_pass1_wl_mm": 265,
    },
    "logic_synthesis": {
        "yosysTopAreaCell": "edfxtp_1",
        "ys_area_sq_mm": 0.0450,
        "yosysWarnings": 1,
        "ff_type": "edfxtp_1",
        "synth.most_common_cell": "edfxtp_1",
        "synthDistinctLibCells": 66,
        "top_area_share_pct": 66.2,
        "ys_ff": 1056,
        "netlist_top_cells_count": "edfxtp_1 (992), a22oi_1 (555), and3_1 (172)",
        "synthesis.instances": 3109,
        "avgSynthCellArea_sq_um": 14.5,
        "synth.yosys.num_cells": 3109,
        "synth-async-reset-ratio_pct": 0,
        "synth-edff-count": 992,
        "yosysSeqAreaShare_pct": 69.1,
        "synthesis.area_sq_mm": 0.0450,
        "synth.area.top_cells": "edfxtp_1 (66%), a22oi_1 (9.3%), dfxtp_1 (2.8%), and3_1 (2.4%), mux2i_1 (2.0%)",
    },
    "clocking": {
        "cts_max_path_buffers": 3,
        "clk_latency_ns": 0.77,
        "root_buffer": "clkbuf_16",
        "post_cts_resize_count": 0,
        "cts_buffers": 109,
        "cts_hold_buf": 0,
        "clock_sinks": 1056,
        "path_clk_slew_ns": 0.06,
        "ctsHtreeMaxLevel": 3,
        "postCtsSetupRepairBufs": 0,
        "cts_tree": "built",
    },
    "drt": {
        "wl_per_cell_um": 36.6,
        "drc": 0,
        "ant_nets": 0,
        "detailroute.via_count": 33400,
        "wirelength_mm": 196,
        "via_per_inst": 6.24,
        "drt_first_pass_iters": 9,
        "drt-initial-drc-count": 3475,
    },
    "layout": {
        "area_growth_pct": 17.9,
        "drive_gt1_share_pct": 15.1,
    },
    "sta": {
        "setup_viol": 0,
        "hold_violations": 0,
        "setup_tns_ns": 0,
        "slew_headroom_pct": 19.0,
        "hold_ws_ns": 0.533,
        "min_period_over_period_pct": 65.3,
        "max_freq_mhz": 207,
        "slew_viol_final": 0,
        "tightestPinTransition_ns": 1.21,
        "postLayoutSetupSlackWorst_ns": 2.56,
        "rsz0062_at_grt": "no",
        "clock_skew_ns": 0.0416,
        "min_period_ns": 4.84,
    },
    "worst_setup_path": {
        "arrival_ns": 5.48,
        "endpoint_kind": "flip-flop",
        "crit_type": "in -> reg",
        "r2r-start": "r27[29]",
        "crit_start": "rs2_addr[4]",
        "critical_path.max_fanout": 23,
        "required_ns": 8.04,
        "startpoint_type": "primary input",
    },
    "power": {
        "power_frac_comb_pct": 6.4,
        "power.leakage_nw": 17.4,
        "seqPwrFrac_pct": 50.3,
        "p_sw_w": 0.00310,
        "internal_power_w": 0.0103,
        "irDropWorstVdd_uv": 205,
        "power_switching_share_pct": 23.1,
        "pwr-share-clk_pct": 43.3,
        "power.density_mw_per_mm2": 253,
    },
    "floorplan": {
        "dieArea_sq_mm": 0.152,
        "fp.dieH_um": 389,
        "core_area_sq_mm": 0.148,
        "rows": 141,
        "die_x_um": 389,
        "num_io_pins": 113,
        "initial_core_util_pct": 30.3,
    },
    "placed_design": {
        "gp_congestion": 1.02,
        "port_buffers": 112,
        "dpl_worst_slack_ns": 2.05,
        "hpwl_mm": 118,
    },
    "worst_hold_path": {
        "hp-start": "r5[29]",
        "hold_path.class": "reg -> reg",
    },
    "run_status": {
        "status": "finished, final reports clean",
    },
    "job": {
        "tool_warnings": 26,
        "drv_cap": 0,
    },
}
## path summary, 6_finish.rpt
path	endpoint	slack, ns	cells past startpoint
max	rs2_data[21]	2.56	8
min	rs1_data[29]	0.53	2
max reg2reg	rs2_data[29]	5.10	5
min reg2reg	rs1_data[29]	0.53	2
## power groups by stage
| stage | Sequential, W | Clock (W) | Combinational (W) |
|---|---|---|---|
| global route | 0.00675 | 0.00603 | 0.000893 |
| CTS | 0.00675 | 0.00582 | 0.000834 |
| finish | 0.00674 | 0.00581 | 0.000862 |
## area by class of cell
class	instances	area [sq um]
Multi-Input combinational cell	1788	13300
Sequential cell	1056	31100
Timing Repair Buffer	278	2340
Fill cell	13900	95300
Tap cell	2002	2500
Inverter	12	45.0
Clock buffer	157	3100
Clock inverter	46	674
Antenna cell	12	30.0
## routing by layer
metal | GRT usage, % | part of all wire [%]
met1 | 26.6 | 30
met2 | 36.9 | 42
met5 | 4.82 | 0.45
met4 | 15.1 | 7.2
met3 | 24.4 | 20
## logic make-up after synthesis
kind of cell	share of synthesized area (%)
flip-flops	69.1
AND-OR/OR-AND	15.2
AND/OR/NAND/NOR	9.62
buffers and inverters	2.49
multiplexers	3.65
## per-stage QoR
| stage | utilization, % | std cells | instance area (sq um) | power (W) |
|---|---|---|---|---|
| final | 35.8 | 5351 | 53100 | 0.0134 |
| after global routing | 35.7 | 5340 | 53000 | 0.0137 |
| after detailed placement | 33.2 | 5136 | 49300 | 0.00770 |
| after global placement | 33.2 | 5136 | 49300 | 0.00770 |
| after CTS | 35.7 | 5339 | 53000 | 0.0134 |
| after floorplan | - | 3109 | 45000 | 0.00714 |
## placed cells by master, fill, tap and decap left out, types with 14 or more instances in the layout
cell / Yosys / layout
or4_1: 44 / 44
clkbuf_8: 0 / 19
a221oi_1: 15 / 15
nor2_1: 126 / 71
buf_4: 4 / 168
o211ai_1: 22 / 22
a2111oi_2: 14 / 14
dfxtp_1: 64 / 64
clkdlybuf4s50_1: 0 / 105
o21ai_0: 16 / 16
mux2_2: 26 / 26
mux2i_1: 92 / 92
a32oi_1: 25 / 25
edfxtp_1: 992 / 992
clkbuf_16: 0 / 109
a21oi_1: 61 / 61
nand3_1: 117 / 117
and3_1: 172 / 172
a2bb2oi_1: 14 / 14
and2_2: 0 / 18
a22o_1: 41 / 41
mux4_2: 19 / 19
clkbuf_1: 165 / 29
a22oi_1: 555 / 555
nand4_1: 104 / 104
or3_1: 16 / 16
nand2_1: 65 / 65
a222oi_1: 21 / 21
a2111oi_0: 40 / 40
nor2_4: 0 / 49
## worst max-delay path, cell delays in order
cell and delay (ns):
clkdlybuf4s50_1 0.78, nor3b_2 0.78, buf_4 0.53, and2_2 0.87
buf_4 0.49, a22oi_1 0.15, nand4_1 0.14, or4_1 0.22
Power figures rest on the tool's default switching activity, not on a simulated workload.
