<file path="flow/config.mk">
export PLATFORM = sky130hd
export DESIGN_NAME = mux41
export DESIGN_NICKNAME = mux41
export VERILOG_FILES = /design/flow/design.v
export SDC_FILE = /design/flow/constraint.sdc
export NUM_CORES = 4
export LEC_CHECK = 1
export CORE_AREA = 10 10 70 70
export DIE_AREA = 0 0 80 80
</file>
<file path="flow/constraint.sdc">
current_design mux41

set clk_period 2.8
set clk_io_pct 0.2

create_clock -name clk0 -period $clk_period

set non_clock_inputs [all_inputs -no_clocks]
set_input_delay [expr $clk_period * $clk_io_pct] -clock clk0 $non_clock_inputs
set_output_delay [expr $clk_period * $clk_io_pct] -clock clk0 [all_outputs]
</file>
<file path="flow/design.v">
module mux41(a,b,c,d,s);
input [31:0] a;
input [31:0] b;
input [31:0] c;
input [1:0] s;
output reg[31:0] d;
always @(a or b or c or s or d)begin
	case(s)
		2'b00:begin 
			d=a;
		end
		2'b01:begin
			d=b;
		end
		2'b10:begin
			d=c;
		end
		default:begin
			d=32'b0;
		end
	endcase
end
endmodule
</file>
<file path="flow/run.sh">
#!/bin/bash
# OpenROAD 26Q1-2900-gdf79404cd8, Yosys 0.63+post, stock flow scripts
make -C /OpenROAD-flow-scripts/flow DESIGN_CONFIG=/design/flow/config.mk WORK_HOME=/design/flow/orfs finish
</file>
==> run summary <==
Observations from the implementation run.

Worst setup path:
- STA puts the critical path data arrival time at 2.11 ns.
- The worst setup path is captured at an output pin.
- The worst setup path is of the in -> out kind.
- The run gives the element type at the critical path start as an input pin.
- The run gives the required time at the endpoint of the critical path as 2.24 ns.
- The run puts the maximum fanout along the worst path at 22.
- For reference, the critical path is launched at s[0].
- The run gives the critical path capture point as d[11].

Die:
- Per the OpenROAD floorplan log, the area of the core is 3420 sq um.
- The run gives the die width as 80 um.
- The run gives the top-level port count as 130.
- The run puts the overall chip area at 6400 sq um.
- The run puts the row count at 21.
- The vertical die dimension reported for this design is 80 um.
- The share of the core area taken by cells at floorplan is 0.230.

Yosys:
- sky130_fd_sc_hd__mux2i_1 is the most common cell in the netlist.
- In the post-synthesis netlist, the biggest area contributors are sky130_fd_sc_hd__mux2i_1 (41%), sky130_fd_sc_hd__o2bb2ai_1 (24%), sky130_fd_sc_hd__o2bb2ai_2 (19%), sky130_fd_sc_hd__buf_6 (11%), sky130_fd_sc_hd__nor2b_4 (1.7%).
- The run puts the gate count after technology mapping at 77.
- The run gives the cell area after synthesis as 787 sq um.
- The run gives the number of warning messages in the yosys log as 1.
- The run puts the area reported by Yosys stat at 787 sq um.
- The commonest cells after synthesis are sky130_fd_sc_hd__mux2i_1 (32), sky130_fd_sc_hd__o2bb2ai_1 (22), sky130_fd_sc_hd__o2bb2ai_2 (10).
- The run gives the post-synthesis area per instance as 10.2 sq um.
- The run gives the count of cell types in the netlist as 8.
- The share of the Yosys chip area taken by registers is 0.
- The largest total area in the synthesized netlist belongs to sky130_fd_sc_hd__mux2i_1.
- The run gives the fraction of synthesized cell area taken by the top area cell type as 0.407.
- The synth_stat.txt file lists the number of cells as 77.

Run status:
- The flow ran to the end, and the final reports show no timing, DRC or antenna violations.

Timing:
- The run gives the number of pins exceeding their max-slew limit in the final report as 0.
- The run puts the relative max-transition margin at 0.740.
- Setup repair after global routing left no endpoint under its margin.
- The run gives the number of hold violations in the final report as 0.
- The run gives the post-route clock period utilization as 0.954.
- The run puts the final count of negative-setup-slack endpoints at 0.
- Summed over all failing endpoints, the final setup total negative slack is 0 ns.
- The run puts the time the final worst path needs with I/O delays and setup at 2.67 ns.
- The run puts the transition at the pin with the smallest max-transition slack at 0.390 ns.
- The run gives the maximum clock frequency as 374 MHz.
- The run gives the worst hold slack as 1.85 ns.

Detailed routing:
- The run puts the wire length after detailed routing at 4720 um.
- The run puts the met2 wire length at 2380 um.
- The run gives the total inserted antenna cells as 0.
- The run gives the length of the first detailed-routing pass in iterations as 2.
- The run gives the final antenna-violating net count as 0.
- The run gives the uppermost signal routing layer after detailed routing as met4.
- The run gives the detail-routed via count per cell as 4.60.
- The run gives the DRC violation count after routing as 0.
- The run puts the routed wire length on met3 at 613 um.
- The run puts the number of DRC markers after the initial detailed-route iteration at 26.
- The run gives the detail-routed net length per standard cell as 19.1 um.
- The run puts the number of vias in the routed layout at 1137.
- The run gives the detailed-route wire length on metal 1 as 1710 um.

Power and ir drop:
- The run gives the worst voltage drop across the vdd grid as 0.0583 mV.
- The run gives the reported leakage power as 0.803 nW.
- The run puts the total power per unit cell area at 149 nW/um^2.

Min path:
- The worst hold path belongs to the class in -> out.
- The run gives the worst min-delay path startpoint as s[1].

Clocking:
- The post-CTS hold buffer count recorded in the log is 0.
- The run puts the post-cts sizing count at 0.
- The run puts the number of buffers inserted by post-CTS setup repair at 0.

Placement:
- The run gives the HPWL after detailed placement as 4230 um.
- The run puts the total of buffers placed on input and output ports at 130.
- RePlAce ended its routability-driven mode at a weighted congestion of 0.835.

GRT:
- The run gives the global-route congestion overflow total as 0.
- The number of global-route vias before repair was 1242.
- The run puts the largest net degree at the start of global routing at 33.
- The run puts the number of antenna violations at the first check in global routing at 0.
- Total global-route track usage over all layers is 0.134.
- The run puts the wire length of the first global-routing pass at 6880 um.

Layout:
- The run puts the clock buffer count at 0.
- The run puts the count of sequential standard cells at 0.
- Per the final layout report, the fraction of cells sized above drive strength 1 comes to 0.0896.
- The run gives the core utilization of the finished layout as 0.611.
- The run puts the relative area change from synthesis to final layout at 165%.
- The run puts the register area at 0 sq um.

Job:
- The stage logs contain a warning count of 33.
- Across the run, the number of max-cap violations was 0.
routing by layer:
metal  global-route usage  vias to the layer above
met2                0.245                       70
li1                     -                      571
met3               0.0614                        2
met4              0.00528                        0
met5                    0                        -
met1                0.145                      494
critical path, cell delays in order:
cell and delay (ns):
sky130_fd_sc_hd__clkdlybuf4s50_1 0.47, sky130_fd_sc_hd__nor2b_4 0.24, sky130_fd_sc_hd__buf_12 0.19, sky130_fd_sc_hd__o2bb2ai_1 0.12, sky130_fd_sc_hd__clkdlybuf4s50_1 0.52
worst min-delay path by stage:
stage / to / slack (ns) / depth (start not counted)
CTS: d[8] / 1.86 / 4
global route: d[1] / 1.88 / 4
finish: d[8] / 1.85 / 4
cell usage in the layout (no fill, tap or decap):
master and count:
sky130_fd_sc_hd__buf_4 5, sky130_fd_sc_hd__nor2b_4 1, sky130_fd_sc_hd__o2bb2ai_1 22, sky130_fd_sc_hd__clkdlybuf4s50_1 129, sky130_fd_sc_hd__buf_12 1, sky130_fd_sc_hd__o2bb2ai_2 10, sky130_fd_sc_hd__mux2i_1 32, sky130_fd_sc_hd__buf_2 1
through the flow:
step | total power [mW] | setup slack [ns] | instance area (sq um) | instances
6_report | 0.311 | 0.130 | 2090 | 247
5_1_grt | 0.336 | 0.0496 | 2090 | 247
4_1_cts | 0.317 | 0.117 | 2090 | 247
3_5_place_dp | 0.316 | 0.119 | 2090 | 247
3_3_place_gp | 0.313 | 0.124 | 2090 | 247
2_1_floorplan | 0.0902 | 1.08 | 787 | 77
power by group:
part	total [mW]	internal, mW	switching (mW)
sequential	0	0	0
combinational	0.311	0.231	0.0807
clock	0	0	0
area by class of cell:
cell class                 count  area, sq um
fill                         282         1330
tap                           46         57.6
timing repair buffer         136         1350
multi-input combinational     65          677
cells by family after synthesis:
| family | after synthesis | share of synthesized area |
|---|---|---|
| buffers and inverters | 12 | 0.140 |
| AND-OR/OR-AND | 32 | 0.436 |
| multiplexers | 32 | 0.407 |
| AND/OR/NAND/NOR | 1 | 0.0175 |
No activity file was given, so power comes from the tool's default toggle rates.
