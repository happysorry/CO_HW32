File: ./run.sh
#!/bin/bash
# OpenROAD 26Q1-2900-gdf79404cd8, Yosys 0.63+post, stock flow scripts
make -C /OpenROAD-flow-scripts/flow DESIGN_CONFIG=/design/flow/config.mk WORK_HOME=/design/flow/orfs finish
File: ./config.mk
export PLATFORM = sky130hd
export DESIGN_NAME = adder
export DESIGN_NICKNAME = adder
export VERILOG_FILES = /design/flow/design.v
export SDC_FILE = /design/flow/constraint.sdc
export NUM_CORES = 4
export LEC_CHECK = 1
export CORE_AREA = 10 10 107 107
export DIE_AREA = 0 0 117 117
File: ./constraint.sdc
current_design adder

set clk_period 24.1
set clk_io_pct 0.2

create_clock -name clk0 -period $clk_period

set non_clock_inputs [all_inputs -no_clocks]
set_input_delay [expr $clk_period * $clk_io_pct] -clock clk0 $non_clock_inputs
set_output_delay [expr $clk_period * $clk_io_pct] -clock clk0 [all_outputs]
File: ./design.v
module adder(a,b,c);
input [31:0] a;
input [31:0] b;
output reg [31:0] c;
always@(a or b)begin
c<=a+b;
end
endmodule
==> out/results.md <==
| Quantity | Value | Unit |
|---|---|---|
| Outcome | completed | - |
| Total negative slack | 0 | ns |
| DRT Wirelength | 6350 | um |
| First-pass GRT wire length | 10100 | um |
| Floorplan row count | 35 | - |
| Clk_buf instances | 0 | - |
| Share of final-layout standard cells stronger than drive strength 1 | 3.07 | % |
| Hold Buf Count CTS | 0 | - |
| Final-report max-slew violation count | 0 | - |
| Max Cap Viol | 0 | - |
| Post-DP HPWL | 5590 | um |
| Clock share of power | 0 | % |
| Peak supply drop | 14.6 | uV |
| Final Critical Period | 12.64 | ns |
| Biggest area cells | ha_1 (22%), a21oi_1 (8.3%), a21o_1 (8.2%), xor2_1 (7.5%), xnor2_1 (6.5%) | - |
| Critical path class | in -> out | - |
| Number of buffers inserted to repair setup after CTS | 0 | - |
| Proportion of power drawn by combinational gates | 100.0 | % |
| Tcrit/Tclk final | 52.5 | % |
| Areal power density over the cells | 29.1 | mW/mm2 |
| Achievable Freq | 79.1 | MHz |
| Antenna diode instance count | 0 | - |
| Tightest Pin Transition | 0.557 | ns |
| Width of the chip | 117 | um |
| First-iteration detailed-routing DRC count | 81 | - |
| Unrepaired setup endpoints after global routing | false | - |
| Multi-input combinational cell area | 0.00168 | mm2 |
| Vias after detailed routing | 2125 | - |
| Count of yosys warnings during synthesis | 1 | - |
| Count of different cell masters after synthesis | 50 | - |
| Placer Congestion | 0.828 | - |
| Cell area after synthesis | 0.00174 | mm2 |
| Vias per std cell | 4.86 | - |
| Cell total in the yosys stat output | 241 | - |
| Critical path startpoint | a[0] | - |
| Number of filler instances in the final layout | 993 | - |
| Hold Fails Final Rpt | 0 | - |
| Vias in the first global route | 2099 | - |
| Area leader, netlist | ha_1 | - |
| Total routing resource utilization after global routing | 8.88 | % |
| I/O pins | 96 | - |
| Critical Path RT | 19.28 | ns |
| Placeable core region | 0.00920 | mm2 |
| Yosys chip area | 0.00174 | mm2 |
| Average wire per cell in the routed design | 14.5 | um |
| Register cell area after layout | 0 | um2 |
| Tally of OpenROAD warnings | 32 | - |
| Area added between synthesis and finish | 60.5 | % |
| Synthesized area divided by synthesized cell count | 7.24 | um2 |
| Fraction of power spent switching nets | 40.6 | % |
| Number of detailed-routing iterations run before antenna repair | 4 | - |
| Flip-flops | 0 | - |
| Drc violations | 0 | - |
| Floorplan die area | 0.0137 | mm2 |
| Arrival time worst endpoint | 7.82 | ns |
| Count of mapped cells out of synthesis | 241 | - |
| Total of endpoints with negative setup slack in the final report | 0 | - |
| Number of nets with antenna violations after routing | 0 | - |
| Crit. End Element | output port | - |
| Psw | 0.0331 | mW |
| Total overflow reported by the global router | 0 | - |
| Pre-Place Util | 19.0 | % |
| Die span in y | 117 | um |
| Design Power | 0.0815 | mW |
| Internal power of the cells | 0.0484 | mW |
| Sequential share of the synthesized area | 0 | % |
| Cell with the most instances after synthesis | ha_1 | - |
| Worst hold path startpoint | b[0] | - |
| Most frequent cells after synthesis | ha_1 (31), a21oi_1 (29), a21o_1 (19) | - |
| Port bufs | 96 | - |
| Area after detailed placement | 0.00280 | mm2 |
| Normalized max-slew margin | 61.9 | % |
| Reported leakage power | 1.18 | nW |
| Sort of element at the start of the critical path | input port | - |
| Antenna violations before repair | 0 | - |
| Pin count of the biggest net entering global routing | 11 | - |
| Classification of the worst-slack hold path | in -> out | - |
| Area leader share | 22.2 | % |
| Sequential cell fraction of total power | 0 | % |
| Total of cells resized after clock tree synthesis | 0 | - |
| Crit path max fanout | 4 | - |
| Finished layout cell area | 0.00280 | mm2 |
-- per-layer routing --
| layer | GRT usage, % | up-vias | part of all wire, % |
|---|---|---|---|
| li1 | - | 1098 | - |
| met2 | 15.3 | 66 | 45 |
| met4 | 0 | 0 | 0 |
| met1 | 11.2 | 961 | 44 |
| met3 | 2.89 | 0 | 11 |
| met5 | 0 | - | 0 |
-- final timing paths --
path / end / slack, ns / cells past startpoint
setup / recovery: c[26] / 11.46 / 11
hold / removal: c[0] / 10.67 / 3
-- power groups by stage --
stage         Sequential, mW  Clock, mW  Combinational (mW)
CTS                        0          0              0.0827
global route               0          0              0.0906
finish                     0          0              0.0815
-- layout by cell type, fill, tap and decap left out, types with 4 or more instances in the layout --
| master | synthesis | final |
|---|---|---|
| xor2_1 | 15 | 15 |
| nand4_1 | 8 | 8 |
| o21ai_0 | 13 | 13 |
| ha_1 | 31 | 31 |
| clkdlybuf4s50_1 | 0 | 96 |
| nand3_1 | 10 | 10 |
| a21oi_1 | 29 | 29 |
| nand2_1 | 18 | 18 |
| nor2_1 | 12 | 12 |
| a21o_1 | 19 | 19 |
| inv_1 | 6 | 6 |
| xnor2_1 | 13 | 13 |
| o21bai_1 | 4 | 4 |
| nor3_1 | 4 | 4 |
-- logic make-up (layout without fill, tap and decap cells) --
logic type      after synthesis  count (layout)  share of synthesized area, %
compound gates               97              97                          39.3
mux                           2               2                          1.15
buf+inv                      17             102                          3.80
fa+ha+maj                    32              32                          23.4
xor+xnor                     28              28                          14.1
simple gates                 65              65                          18.3
-- critical path, stage by stage --
cell,delay [ns]
clkdlybuf4s50_1,0.41
ha_1,0.24
fa_1,0.40
a21o_1,0.22
a31o_2,0.28
nand3_1,0.09
o221ai_1,0.24
a311oi_1,0.37
o21bai_1,0.11
xor2_1,0.14
clkdlybuf4s50_1,0.50
-- layout make-up --
| cell class | count | share of cell area (%) |
|---|---|---|
| well taps | 111 | 4.96 |
| inverters | 6 | 0.804 |
| repair buffers | 96 | 34.3 |
| multi-input cells | 224 | 59.9 |
-- per-stage QoR --
stage | instances | util (%) | hold WS [ns] | setup slack (ns)
final | 437 | 30.4 | 10.67 | 11.46
after global routing | 437 | 30.4 | 10.71 | 11.29
after CTS | 437 | 30.4 | 10.68 | 11.44
after detailed placement | 437 | 30.4 | 10.68 | 11.45
after global placement | 437 | 30.4 | 10.67 | 11.48
after floorplan | 241 | - | 9.71 | 12.63
Power and IR drop assume default switching activity.
